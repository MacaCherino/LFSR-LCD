==> /design/flow/design.v <==
module lfsr_checker
    #(
        parameter DEF_SEED            = 300                                        ,    
        parameter VALID_TO_LOCK       = 5                                          ,    
        parameter INVALID_TO_UNLOCK   = 3                                               
    )
    (
        output                          o_lock                                     ,    
        input       [15 : 0]            i_LFSR                                     ,    
        input       [15 : 0]            i_seed                                     ,    
        input                           i_valid                                    ,    
        input                           i_clk                                      ,    
        input                           i_rst                                      ,    
        input                           i_soft_reset                                    
    );
    reg             [2  : 0]            valid_count                                ;    
    reg             [1  : 0]            invalid_count                              ;    
    reg             [15 : 0]            LFSR_calc                                  ;    
    reg             [15 : 0]            LFSR_next                                  ;    
    reg                                 valid_next                                 ;    
    reg                                 feedback                                   ;    
    reg                                 lock_reg                                   ;    
    reg                                 match_LFSR                                 ;    
    always @(*) begin
        feedback                      = LFSR_next[15] ^ (LFSR_next[14 : 0] == 'd0) ;
        if (i_rst || i_soft_reset) begin                                                
            LFSR_calc                 = 16'b0                                      ;
            valid_count               =   'd0                                      ;
            invalid_count             =   'd0                                      ;
            lock_reg                  =   'd0                                      ;
        end else begin
            if (valid_next) begin
                LFSR_calc[0 ]         = feedback                                   ;
                LFSR_calc[1 ]         = LFSR_next[0 ]                              ;
                LFSR_calc[2 ]         = LFSR_next[1 ] ^ feedback                   ;
                LFSR_calc[3 ]         = LFSR_next[2 ] ^ feedback                   ;
                LFSR_calc[4 ]         = LFSR_next[3 ]                              ;
                LFSR_calc[5 ]         = LFSR_next[4 ] ^ feedback                   ;
                LFSR_calc[6 ]         = LFSR_next[5 ]                              ;
                LFSR_calc[7 ]         = LFSR_next[6 ]                              ;
                LFSR_calc[8 ]         = LFSR_next[7 ]                              ;    
                LFSR_calc[9 ]         = LFSR_next[8 ]                              ;
                LFSR_calc[10]         = LFSR_next[9 ]                              ;
                LFSR_calc[11]         = LFSR_next[10]                              ;
                LFSR_calc[12]         = LFSR_next[11]                              ;
                LFSR_calc[13]         = LFSR_next[12]                              ;
                LFSR_calc[14]         = LFSR_next[13]                              ;
                LFSR_calc[15]         = LFSR_next[14]                              ;
                if (match_LFSR) begin                                                   
                    valid_count       = valid_count + 1                            ;    
                    invalid_count     =  'd0                                       ;    
                    if (valid_count >= VALID_TO_LOCK) begin                                
                        lock_reg      = 1'b1                                       ;    
                        valid_count   =  'd0                                       ;    
                    end else begin                                                      
                        lock_reg      = lock_reg                                   ;    
                    end
                end else begin                                                          
                    valid_count       =  'd0                                       ;    
                    invalid_count     = invalid_count + 1                          ;    
                    if (invalid_count >= INVALID_TO_UNLOCK) begin                          
                        lock_reg      = 1'b0                                       ;    
                        invalid_count =  'd0                                       ;    
                    end else begin                                                      
                        lock_reg      = lock_reg                                   ;    
                    end
                end
            end else begin
                LFSR_calc             = LFSR_calc                                  ;
                valid_count           = valid_count                                ;
                invalid_count         = invalid_count                              ;
                lock_reg              = lock_reg                                   ;
            end
        end
    end
    always @(posedge i_clk or posedge i_rst) begin
        if (i_rst ) begin                                                               
            LFSR_next                <= DEF_SEED                                   ;    
            valid_next               <= 1'b0                                       ;    
            match_LFSR               <= 1'b0                                       ;    
        end else begin
            if (i_soft_reset) begin                                                     
                LFSR_next            <= i_seed                                     ;    
                valid_next           <= 1'b0                                       ;    
                match_LFSR           <= 1'b0                                       ;    
            end else begin
                valid_next           <= i_valid                                    ;    
                if (i_valid) begin                                                   
                    if (LFSR_calc == i_LFSR) begin                                      
                        match_LFSR   <= 1'b1                                       ;    
                    end else begin                                                      
                        match_LFSR   <= 1'b0                                       ;    
                    end
                    if (lock_reg) begin                                                 
                        LFSR_next    <= LFSR_calc                                  ;    
                    end else begin                                                      
                        LFSR_next    <= i_LFSR                                     ;    
                    end
                end else begin                                                          
                    LFSR_next        <= LFSR_next                                  ;
                    match_LFSR       <= match_LFSR                                 ;
                end
            end
        end
    end
    assign o_lock = lock_reg                                                       ;
endmodule
==> /design/flow/run.sh <==
#!/bin/bash
# OpenROAD 26Q1-2900-gdf79404cd8, Yosys 0.63+post, stock flow scripts
make -C /OpenROAD-flow-scripts/flow DESIGN_CONFIG=/design/flow/config.mk WORK_HOME=/design/flow/orfs finish
==> /design/flow/config.mk <==
export PLATFORM = sky130hd
export DESIGN_NAME = lfsr_checker
export DESIGN_NICKNAME = lfsr_checker
export VERILOG_FILES = /design/flow/design.v
export SDC_FILE = /design/flow/constraint.sdc
export NUM_CORES = 4
export LEC_CHECK = 1
export CORE_UTILIZATION = 30
==> /design/flow/constraint.sdc <==
current_design lfsr_checker

set clk_period 1.7
set clk_io_pct 0.2

create_clock -name clk0 -period $clk_period [get_ports {i_clk}]

set non_clock_inputs [all_inputs -no_clocks]
set_input_delay [expr $clk_period * $clk_io_pct] -clock clk0 $non_clock_inputs
set_output_delay [expr $clk_period * $clk_io_pct] -clock clk0 [all_outputs]
==> run notes <==
CTS root buffer: clkbuf_8. For the remaining max-slew budget at the tightest pin, the log shows 68.2%. The average routed wire per standard cell works out to 12.4 um.

The initial utilization of the core area, before any placement, comes to 31.8%. The number of buffer and inverter instances along the worst setup path works out to 1. Setup repair after global routing left no endpoint under its margin.

The run gives 1520 ps as the data arrival at the endpoint of the critical path. In this run the horizontal extent of the chip is 79.1 um. In this run the remaining antenna-violating nets after routing total 0. The post-cts sizing count was 0.

Yosys mapped the design onto 30 distinct sky130hd cell types. The run gives 27 for the total number of placement rows. The count of non-filler cells in the finished layout is 313, and the final estimated routing congestion in global placement is 0.850. The top cell type in the final layout, fill and taps aside, is nand2_1.

The smallest clock period supported by the final layout is computed as 1340 ps. For the full die area, the log shows 6260 um^2. On the worst setup and hold paths after CTS, the clock-pin slew comes to 70 ps.

Note that the worst hold path type here is in -> async. For the yosys warning tally, the log shows 11. Per the timing report, the biggest fanout along the worst path comes to 2.

After synthesis, the design contains 205 cells according to Yosys. Final hold violation count: 0. Largest non-sequential cell family by area: simple AND/OR/NAND/NOR gates. STA reports a reg2reg setup slack of 820 ps. For this design, the slowest cell found on the critical path is clkdlybuf4s50_1.

The critical path in this run is classified as in -> reg. The count of boundary I/O pins was 37; the total power per unit cell area was 497 nW/um^2. The logs give 6220 um for the first-pass GRT wire length and 0.943 nW for the static leakage. The share of cells above drive strength 1 came out at 7.47%. The yosys synthesis chip area came out at 1780 um^2. 23 endpoints have no timing constraint. From bottom edge to top edge, the die measures 79.1 um. Summed over all routing layers, the global router reports a total usage of 13.0%.

The layout overhead on the synthesized area came out at 29.1%. Per the power-grid run, VDD falls by no more than 0.000219 V. For the final database, setup skew stands at 0 ps. The worst-margin pin slew was 476 ps.

The timer found 22 register pins that no clock reaches; their paths are not timed. The logs give 77 for the count of routing violations after the opening detailed-route iteration and 0 for the final number of max-transition violations. The antenna diode count is 0, and the final setup violation count is 0. The synthesized netlist devotes 10.3% of its cell area to compound gates. The remaining global-route overflow was 0.

The detailed router placed 1415 vias in this run. The clock tree buffer depth is 2, and the post-synthesis share of cell area spent on xor and xnor gates is 8.84%.

The timing report attributes the biggest portion of critical-path delay to buffers and inverters. The detailed router reported a total wirelength of 3880 um. The tools report the data required time at the worst endpoint as 1870 ps.

Per the post-synthesis report, the number of cells in the design is 205. The area fraction in mux cells was 10.1%; the port buffer count was 36. With the initial antenna violation count at 0, the area share of fa/ha/maj cells after synthesis is 1.40%. The run gives 3130 um as the total half-perimeter wirelength after legalization and detailed placement.

TritonCTS built the clock tree. The kind of start point of the critical path is an input pin. The run gives 5610 um^2 for the area of the core. The tools report the count of buffers added by post-CTS timing repair for setup as 0. The flow ran to the end, and the final reports show no timing, DRC or antenna violations. After layout, the worst path uses 78.9% of the clock period. The run gives 3 as the number of CTS-inserted buffers. The post-synthesis area per instance works out to 8.70 um^2. OpenROAD emitted warnings numbering 26. The run gives 1 for the H-tree depth reported by CTS. Netlist area before placement: 1780 um^2.

DRC violation count after routing: 0. The tools report the via count of the first global-routing pass as 1289. The tools report the latest clock arrival within the worst-skew pair as 250 ps. Entering global routing, the biggest net connects 37 pins.

The ratio of routed vias to standard cells is 4.52, and the total negative slack for setup checks is 0 ps. The longest incremental delay of any stage on the critical path is reported as 440 ps. Hold repair after CTS inserted 0 buffers. STA classifies the critical path endpoint as a flop.

Listed in order, past its start point the critical path passes clkdlybuf4s50_1 -> xor2_1 -> nor4_1 -> nand3_1 -> o21ai_0. Per the placement report, the placed cell count is 309. The library cells used most frequently in the layout, excluding fill and tap cells, are nand2_1, clkdlybuf4s50_1, o21ai_0.

The number of register bits inferred by synthesis works out to 40. Number of violations of the max-capacitance limit: 0. Before antenna repair, the detailed router went through 4 iterations.

After Yosys synthesis, and, or, nand and nor cells account for 21.1% of the synthesized area. The number of fill cells came out at 578. The tools report the fmax as 745 MHz.
routing by layer:
layer / routed length [um] / GRT usage [%] / vias up
li1: - / - / 766
met1: 2070 / 23.3 / 616
met5: 0 / 0 / -
met3: 177 / 0.583 / 2
met2: 1620 / 18.2 / 31
met4: 21 / 1.09 / 0
power breakdown:
part | switching, mW | leakage, nW | total, mW | internal [mW]
Combinational | 0.122 | 0.533 | 0.265 | 0.143
Clock | 0.144 | 0.0288 | 0.350 | 0.206
Sequential | 0.0321 | 0.381 | 0.530 | 0.498
Total | 0.298 | 0.943 | 1.15 | 0.847
through the flow:
| step | area [um^2] | utilization, % | setup WS (ps) | power, mW | hold slack, ps |
|---|---|---|---|---|---|
| final | 2300 | 41.1 | 359 | 1.15 | 517 |
| after detailed placement | 2250 | 40.1 | 88.6 | 0.804 | 602 |
| after floorplan | 1780 | - | 661 | 0.655 | 276 |
| after global routing | 2300 | 41.1 | 231 | 1.21 | 563 |
| after CTS | 2300 | 41.1 | 350 | 1.16 | 528 |
| after global placement | 2250 | 40.1 | 105 | 0.803 | 587 |
tightest hold or removal path, stage by stage:
cell and delay [ps]:
clkdlybuf4s50_1 480, inv_1 80, buf_4 250
worst paths after layout:
path / startpoint / to / depth (start not counted)
worst max-delay path: i_LFSR[3] / match_LFSR / 5
worst min-delay path: i_rst / match_LFSR / 3
worst max register to register: LFSR_next[5] / LFSR_next[5] / 2
worst min register to register: LFSR_next[7] / LFSR_next[7] / 2
max in group asynchronous: i_rst / LFSR_next[2] / 3
min in group clk0: i_seed[8] / LFSR_next[8] / 3
cell families (layout without fill, tap and decap cells):
logic type | after synthesis | after routing
muxes | 18 | 18
adders and majority gates | 2 | 2
DFF | 18 | 18
AOI/OAI and AO/OA | 36 | 36
and+or+nand+nor | 76 | 76
xor gates and xnor gates | 18 | 18
buffers and inverters | 15 | 51
latches | 22 | 22
Yosys cell counts:
cell type  instances  area, um^2
dfstp_2            4         105
o32ai_1            1        8.76
mux2i_1           18         180
buf_4              1        7.51
and2_2             1        7.51
nor3_1             2        10.0
or3_1              2        12.5
xnor2_1            2        17.5
and2_1            12        75.1
nor4_1             7        43.8
nand3_1            2        10.0
xor2_1            16         140
inv_1              5        18.8
nor2_2             1        6.26
nor2b_1            1        6.26
nand4_1            1        6.26
nand2_1           38         143
dlxtn_1           22         330
nor3b_1            1        7.51
nor4b_1            1        8.76
buf_6              2        22.5
and3_1             2        12.5
or2_2              1        6.26
dfrtp_1           14         350
nor2_1             3        11.3
a21oi_1            2        10.0
o21ai_0           33         165
ha_1               2        25.0
or3b_2             1        8.76
clkbuf_1           7        26.3
final cells by class:
cell class	instances	area, um^2	area share [%]
clock buffer	4	55.1	2.39
inverter	5	18.8	0.815
multi-input combinational	150	922	40.1
sequential	40	786	34.1
tap	72	90.1	3.91
timing repair buffer	42	430	18.7
Power figures rest on the tool's default switching activity, not on a simulated workload.
