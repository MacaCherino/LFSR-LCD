==> flow/config.mk <==
export PLATFORM = sky130hd
export DESIGN_NAME = lfsr_gen
export DESIGN_NICKNAME = lfsr_gen
export VERILOG_FILES = /design/flow/design.v
export SDC_FILE = /design/flow/constraint.sdc
export NUM_CORES = 4
export LEC_CHECK = 1
export CORE_AREA = 10 10 100 100
export DIE_AREA = 0 0 110 110
==> flow/constraint.sdc <==
current_design lfsr_gen

set clk_period 2.7
set clk_io_pct 0.2

create_clock -name clk0 -period $clk_period [get_ports {i_clk}]

set non_clock_inputs [all_inputs -no_clocks]
set_input_delay [expr $clk_period * $clk_io_pct] -clock clk0 $non_clock_inputs
set_output_delay [expr $clk_period * $clk_io_pct] -clock clk0 [all_outputs]
==> flow/design.v <==
module lfsr_gen
    #(
        parameter DEF_SEED  = 300                                                            
    )
    (
        output reg [15 : 0]   o_LFSR                                                    ,    
        input      [15 : 0]   i_seed                                                    ,    
        input                 i_valid                                                   ,    
        input                 i_clk                                                     ,    
        input                 i_rst                                                     ,    
        input                 i_soft_reset                                                   
    );
    wire feedback           = o_LFSR[15] ^ (o_LFSR[14 : 0] == 'd0)                      ;    
    always @(posedge i_clk or posedge i_rst) begin
        if (i_rst) begin
            o_LFSR         <= DEF_SEED                                                  ;    
        end else begin
            if (i_soft_reset) begin
                o_LFSR     <= i_seed                                                    ;    
            end else if (i_valid) begin                                                      
                o_LFSR[0 ] <= feedback                                                  ;
                o_LFSR[1 ] <= o_LFSR[0 ]                                                ;
                o_LFSR[2 ] <= o_LFSR[1 ] ^ feedback                                     ;
                o_LFSR[3 ] <= o_LFSR[2 ] ^ feedback                                     ;
                o_LFSR[4 ] <= o_LFSR[3 ]                                                ;
                o_LFSR[5 ] <= o_LFSR[4 ] ^ feedback                                     ;
                o_LFSR[6 ] <= o_LFSR[5 ]                                                ;
                o_LFSR[7 ] <= o_LFSR[6 ]                                                ;
                o_LFSR[8 ] <= o_LFSR[7 ]                                                ;    
                o_LFSR[9 ] <= o_LFSR[8 ]                                                ;
                o_LFSR[10] <= o_LFSR[9 ]                                                ;
                o_LFSR[11] <= o_LFSR[10]                                                ;
                o_LFSR[12] <= o_LFSR[11]                                                ;
                o_LFSR[13] <= o_LFSR[12]                                                ;
                o_LFSR[14] <= o_LFSR[13]                                                ;
                o_LFSR[15] <= o_LFSR[14]                                                ;
            end else begin                                                                   
                o_LFSR     <= o_LFSR                                                    ;    
            end
        end
    end
endmodule
==> flow/run.sh <==
#!/bin/bash
# OpenROAD 26Q1-2900-gdf79404cd8, Yosys 0.63+post, stock flow scripts
make -C /OpenROAD-flow-scripts/flow DESIGN_CONFIG=/design/flow/config.mk WORK_HOME=/design/flow/orfs finish
==> Flow_metrics.wiki <==
=== Physical design figures ===
{| class="wikitable"
! Metric !! Value
|-
| Top-area cell share || 0.333
|-
| RSZ-0062 raised after global routing || false
|-
| Yosys synthesis chip area || 902 sq um
|-
| Detailed-placement wirelength estimate || 2350 microns
|-
| Clk latency of the worst-skew pair || 0.25 ns
|-
| Number of pins with negative max-slew slack in the final report || 0
|-
| Total die size || 12100 sq um
|-
| Relative slew margins || 0.572
|-
| Placed Area || 1380 sq um
|-
| Via total after detailed routing || 819
|-
| CTS root buffer || sky130_fd_sc_hd__clkbuf_8
|-
| Top_reg_cell synth || sky130_fd_sc_hd__dfrtp_1
|-
| Number of core rows || 32
|-
| Area of all placed cells without fillers || 1430 sq um
|-
| Count of hold-fix buffers inserted at cts || 0
|-
| Sequential share of the synthesized area || 0.449
|-
| Fraction of final layout cells with drive strength greater than 1 || 0.115
|-
| Post-synthesis cell type with the largest combined area || sky130_fd_sc_hd__dfrtp_1
|-
| Synthesis-stage register bit count || 16
|-
| Worst-path clk slew || 0.06 ns
|-
| Register ranked first by flip-flop count || o_LFSR
|-
| CP Launch Type || flip-flop
|-
| Buffers inserted by post-CTS timing repair || 0
|-
| Clock tree from TritonCTS || done
|-
| Number of max-cap violations || 0
|-
| Ant diodes || 0
|-
| Boundary pin count || 36
|-
| Yosys Warn Count || 1
|-
| Layout fillers || 864
|-
| Largest driver fanout on the critical path || 11
|-
| WP data required || 2.16 ns
|-
| Worst hold path cell count || 2
|-
| Signal arrival time at the worst endpoint || 1.32 ns
|-
| Type of the most critical hold path || reg -> reg
|-
| Finish-stage setup viols || 0
|-
| Outcome || completed
|-
| Final hold viol count || 0
|-
| Total negative slack for setup checks || 0 ns
|-
| Gpl congestion || 0.791
|-
| Post-Syn Instances || 94
|-
| Maximum operating frequency || 536 MHz
|-
| Cts bufs inserted || 3
|-
| CTS HTree Levels || 1
|-
| Floorplan core density || 0.116
|-
| Reported leakage power || 0.548 nW
|-
| GRT Resource Usage Total || 0.0497
|-
| Setup WS pre-CTS || 0.611 ns
|-
| Global-route wire length before repair || 4800 microns
|-
| Largest register FFs || 16
|-
| Cell area after technology mapping || 902 sq um
|-
| Buf/Inv on CP || 1
|-
| Clock Skew || 0.00112 ns
|-
| Total iterations of the first detailed-routing run || 4
|-
| Final clock period utilization by the worst path || 0.690
|-
| Stages on worst setup path || 1
|-
| Total wirelength of the detailed-routed design || 2960 microns
|-
| Antenna violations before repair || 0
|-
| DRC Markers || 0
|-
| Maximum number of pins on one net before global-route repair || 20
|-
| Port Buffers || 35
|-
| Count of clock tree sinks || 16
|-
| Final critical delay including setup and external delays || 1.86 ns
|-
| Fin util || 0.184
|-
| Overall die width || 110 microns
|-
| Routed via count divided by cell count || 3.53
|-
| Distinct cell type count after synthesis || 21
|-
| Total number of warnings across the stage logs || 25
|-
| EDFF count, synth || 0
|-
| Remaining Overflow, GRT || 0
|-
| Cell family with most CP delay || buffers and inverters
|-
| Synthesis-to-finish area growth || 58.9%
|-
| Cell with the largest stage delay on the worst path || sky130_fd_sc_hd__clkdlybuf4s50_1
|-
| Bufs on Longest Clock Path || 2
|-
| Slew at the pin closest to its max-slew limit || 0.641 ns
|-
| Cell count listed in synth_stat.txt || 94
|-
| Die Y-Extent || 110 microns
|-
| Worst reg2reg path depth || 4
|-
| Largest registers || o_LFSR: 16 flops
|-
| Mean instance size in the synthesized netlist || 9.60 sq um
|-
| Final setup margin || 0.836 ns
|-
| Pwr/cell area || 472 nW/um^2
|-
| Fraction of registers with async set or reset after synthesis || 1.00
|-
| DRT antenna net count || 0
|-
| Vias in the first global route || 862
|-
| Post-cts resize count || 0
|-
| Slowest Stage Delay on Critical Path || 0.54 ns
|-
| Crit end category || output pin
|-
| DRC violation total after the first TritonRoute iteration || 40
|-
| Area inside the core boundary || 7810 sq um
|-
| Ordered list of cells on the worst path || clkdlybuf4s50_1
|-
| Peak ir drop on the vdd network || 0.000125 V
|-
| Main area contributors after synthesis || sky130_fd_sc_hd__dfrtp_1, sky130_fd_sc_hd__mux2i_1, sky130_fd_sc_hd__dfstp_2
|-
| Setup Crit Path Kind || reg -> out
|-
| Per-cell routed wire length || 12.8 microns
|-
| Post-synth top cells || sky130_fd_sc_hd__nand2_1, sky130_fd_sc_hd__o21ai_0, sky130_fd_sc_hd__dfrtp_1, sky130_fd_sc_hd__mux2i_1, sky130_fd_sc_hd__nand4b_1
|}
==> per-layer routing <==
layer | global-route usage | routed length, microns | up-vias
li1 | - | - | 409
met1 | 0.0688 | 1330 | 376
met2 | 0.0711 | 1260 | 29
met3 | 0.0212 | 310 | 5
met4 | 0.00929 | 62 | 0
met5 | 0 | 0 | -
==> report_power, final <==
part           switching (mW)  total [mW]  internal, mW
Sequential             0.0360       0.308         0.272
Clock                  0.0834       0.213         0.129
Combinational          0.0518       0.156         0.104
Total                   0.171       0.676         0.505
==> layout make-up <==
class	instances	area (sq um)	area share
clock buffers	4	55.1	0.0384
inverters	1	3.75	0.00262
multi-input cells	71	469	0.327
flip-flops and latches	16	405	0.283
well taps	102	128	0.0890
repair buffers	38	373	0.260
==> stage by stage <==
step / instances / hold slack, ns / power, mW
final: 232 / 0.565 / 0.676
after floorplan: 94 / 0.451 / 0.360
after CTS: 232 / 0.573 / 0.684
after global placement: 228 / 0.555 / 0.473
after global routing: 232 / 0.605 / 0.719
after detailed placement: 228 / 0.567 / 0.471
==> placed cells by master, fill, tap and decap left out, types with 2 or more instances in the layout <==
| cell | count |
|---|---|
| sky130_fd_sc_hd__clkdlybuf4s50_1 | 35 |
| sky130_fd_sc_hd__nand2_1 | 15 |
| sky130_fd_sc_hd__o21ai_0 | 15 |
| sky130_fd_sc_hd__mux2i_1 | 12 |
| sky130_fd_sc_hd__dfrtp_1 | 12 |
| sky130_fd_sc_hd__nand4b_1 | 7 |
| sky130_fd_sc_hd__nand3_1 | 4 |
| sky130_fd_sc_hd__nor2b_1 | 4 |
| sky130_fd_sc_hd__clkbuf_8 | 4 |
| sky130_fd_sc_hd__dfstp_2 | 4 |
| sky130_fd_sc_hd__nand2b_1 | 3 |
| sky130_fd_sc_hd__mux2_2 | 3 |
| sky130_fd_sc_hd__buf_4 | 3 |
| sky130_fd_sc_hd__nor4_1 | 2 |
==> cells by family (layout without fill, tap and decap cells) <==
| family | count (synthesis) | count (layout) | share of synthesized area |
|---|---|---|---|
| DFF | 16 | 16 | 0.449 |
| buffers and inverters | 7 | 43 | 0.0305 |
| and+or+nand+nor | 40 | 40 | 0.261 |
| AOI/OAI and AO/OA | 16 | 16 | 0.0888 |
| muxes | 15 | 15 | 0.171 |
==> final timing paths <==
path | slack, ns | startpoint | to
min | 0.56 | o_LFSR[2]$_DFFE_PP1P_ | o_LFSR[3]$_DFFE_PP1P_
max | 0.84 | o_LFSR[15]$_DFFE_PP0P_ | o_LFSR[15]
min reg2reg | 0.56 | o_LFSR[2]$_DFFE_PP1P_ | o_LFSR[3]$_DFFE_PP1P_
max reg2reg | 0.94 | o_LFSR[4]$_DFFE_PP0P_ | o_LFSR[0]$_DFFE_PP0P_
max in group asynchronous | 1.61 | i_rst | o_LFSR[0]$_DFFE_PP0P_
min in group asynchronous | 0.68 | i_rst | o_LFSR[15]$_DFFE_PP0P_
Power is estimated from default activity; no workload was simulated.
